==> flow/design.v <==
module alu(       
      input  [31:0]   ALUin1,           
      input  [31:0]   ALUin2,           
      input  [3:0]    ALUctrl,     
      output [31:0]  ALUresult,                 
      output ALUzero  
   );  
      reg    [31:0] ALUresult;
 always @(*)  
 begin   
      case(ALUctrl)  
      4'b0000: ALUresult=(ALUin1 & ALUin2); 
      4'b0001: ALUresult=(ALUin1 | ALUin2);  
      4'b0010: ALUresult=ALUin1 + ALUin2;  
      4'b0110: ALUresult=ALUin1 - ALUin2;  
      4'b0111: if (ALUin1<ALUin2) begin
                  ALUresult=32'd1;  
                  end
                  else begin
                  ALUresult=32'd0;  
                  end  
      default: ALUresult=32'b0;   
      endcase  
      if ((ALUin1 - ALUin2)==0) begin
      ALUzero=1'b1;
         end
      else begin
      ALUzero=1'b0;   
      end
 end  
 endmodule  
==> flow/run.sh <==
#!/bin/bash
# OpenROAD 26Q1-2900-gdf79404cd8, Yosys 0.63+post, stock flow scripts
make -C /OpenROAD-flow-scripts/flow DESIGN_CONFIG=/design/flow/config.mk WORK_HOME=/design/flow/orfs finish
==> flow/config.mk <==
export PLATFORM = sky130hd
export DESIGN_NAME = alu
export DESIGN_NICKNAME = alu
export VERILOG_FILES = /design/flow/design.v
export SDC_FILE = /design/flow/constraint.sdc
export NUM_CORES = 4
export LEC_CHECK = 1
export CORE_UTILIZATION = 30
==> flow/constraint.sdc <==
current_design alu

set clk_period 28.9
set clk_io_pct 0.2

create_clock -name clk0 -period $clk_period

set non_clock_inputs [all_inputs -no_clocks]
set_input_delay [expr $clk_period * $clk_io_pct] -clock clk0 $non_clock_inputs
set_output_delay [expr $clk_period * $clk_io_pct] -clock clk0 [all_outputs]
==> impl_metrics.py <==
# Auto-generated metrics
metrics = {
    "status": {
        "outcome": "finished clean",
    },
    "logic_synthesis": {
        "yosys.area.top_type": "ha_1",
        "yosys.stat.seqShare_pct": 0,
        "top_cells_by_count": "ha_1, inv_1, a21oi_1",
        "area_leaders": "ha_1, inv_1, a21oi_1",
        "yosysUniqueCellTypes": 76,
        "ys_chip_area_um2": 5110,
        "synth_area_per_cell_um2": 6.83,
        "ys_warn_count": 3,
        "syn_inst": 748,
        "synth_top_area_share_pct": 24.7,
        "syn_area_um2": 5110,
        "ys_cells": 748,
        "top_cell": "ha_1",
    },
    "finish": {
        "final_layout_size_suffix_gt1_share_pct": 3.83,
        "flop_area_um2": 0,
        "areaGrowthSynthToFinish_pct": 21.9,
        "seq_cells": 0,
        "finalNonFillerCells": 1030,
        "num-clock-buffers": 0,
        "combGateArea_um2": 4560,
        "final_area_um2": 6230,
        "fill_cells": 1776,
    },
    "setup_path": {
        "crit_required_ns": 23.12,
        "cp.arrival_ns": 10.04,
        "worst_setup_path_start_kind": "input port",
        "crit_path_end_kind": "output port",
        "cp_max_fo": 10,
        "crit_type": "in -> out",
    },
    "timing": {
        "fmax_ghz": 0.0632,
        "holdWs_ns": 12.74,
        "rsz0062_at_grt": "false",
        "maxSlewHeadroom_pct": 51.7,
        "worst_pin_slew_ns": 0.718,
        "setup_viol": 0,
        "hold_viol": 0,
        "tns_ns": 0,
        "drv_slew": 0,
        "min_period_over_period_pct": 54.7,
        "period_needed_ns": 15.82,
    },
    "power": {
        "p_per_area_nw_per_um2": 19.0,
        "irDropWorstVdd_mv": 0.00709,
        "leakage_nw": 2.77,
    },
    "placement": {
        "port_buffers": 101,
        "dpl_cell_area_um2": 6230,
        "routabilityCongestion": 0.900,
        "hpwl_um": 12600,
        "place_inst": 1030,
    },
    "floorplanning": {
        "core_um2": 16600,
        "fp_util_pct": 30.8,
        "rows": 47,
        "io_pins": 101,
        "die_area_um2": 17600,
        "fp.dieW_um": 133,
        "die_h_um": 133,
    },
    "drt": {
        "routed_via_density": 5.26,
        "ant_nets": 0,
        "wl_per_cell_um": 14.8,
        "post-route-drc-count": 0,
        "dr.pass1.iters": 5,
        "drtIter0Drc": 273,
        "vias": 5419,
        "antennaDiodeCount": 0,
        "wl_um": 15300,
    },
    "global_route": {
        "grt-ovfl-total": 0,
        "track_usage_pct": 17.5,
        "antenna_found_initial": 0,
        "grt_pass1_wl_um": 25800,
        "grt_start_max_net_pins": 64,
        "grt_pass1_vias": 5061,
    },
    "clock_network": {
        "ctsResizeCount": 0,
        "post-cts-setup-buffers": 0,
        "cts_hold_buf": 0,
    },
    "flow_run": {
        "max_cap_violations": 0,
        "warnings": 101,
    },
    "worst_hold_path": {
        "worstHoldEndpoint": "ALUresult[31]",
        "hold_class": "in -> out",
        "hp-start": "ALUin2[31]",
        "whs_path_depth": 5,
    },
}
==> report_power, final <==
| group | switching (mW) | internal, mW | total (mW) |
|---|---|---|---|
| Combinational | 0.0646 | 0.0535 | 0.118 |
| Clock | 0 | 0 | 0 |
| Sequential | 0 | 0 | 0 |
==> worst max-delay path, cell delays in order <==
cell,delay (ns)
clkdlybuf4s50_1,0.50
inv_1,0.05
ha_1,0.49
nor2b_1,0.12
nor3_1,0.26
a31oi_1,0.24
a31o_2,0.31
a31oi_1,0.35
o21bai_1,0.13
a221oi_1,0.42
xnor2_1,0.23
nand4_1,0.13
nor4_1,0.31
o2111a_1,0.23
clkdlybuf4s50_1,0.46
==> how the worst max path moves through the flow <==
stage / start / endpoint / slack [ns] / cells after the start
finish: ALUin1[6] / ALUzero / 13.08 / 15
global route: ALUin2[0] / ALUresult[30] / 12.82 / 16
CTS: ALUin2[0] / ALUresult[30] / 13.11 / 16
==> cell families (layout without fill, tap and decap cells) <==
| group | count (synthesis) | count (layout) | share of synthesized area [%] |
|---|---|---|---|
| simple gates | 203 | 203 | 19.1 |
| fa+ha+maj | 103 | 103 | 25.5 |
| xor+xnor | 43 | 43 | 7.37 |
| mux | 9 | 9 | 1.91 |
| buf+inv | 138 | 200 | 10.9 |
| compound gates | 252 | 252 | 35.2 |
==> metal layers <==
layer | global-route usage [%] | share of wire (%) | up-vias
li1 | - | - | 2795
met1 | 26.5 | 50 | 2478
met2 | 28.9 | 46 | 140
met3 | 0.781 | 3.8 | 6
met4 | 0.639 | 0.37 | 0
met5 | 0 | 0 | -
==> metrics by stage <==
step | power (mW) | setup slack [ns] | util [%]
CTS | 0.118 | 13.11 | 37.6
finish | 0.118 | 13.08 | 37.6
floorplan | 0.0805 | 14.65 | -
detailed placement | 0.117 | 13.12 | 37.6
global placement | 0.118 | 13.15 | 37.6
global route | 0.131 | 12.82 | 37.6
==> cells in the final DEF (no fill, tap or decap), types with 5 or more instances in the layout <==
cell | Yosys | final
nor4_1 | 8 | 7
a211oi_1 | 8 | 8
nor2b_1 | 9 | 9
o31ai_1 | 8 | 8
nand2_1 | 54 | 54
or2_2 | 5 | 5
o21bai_1 | 16 | 16
o221ai_1 | 32 | 32
clkdlybuf4s50_1 | 0 | 100
nor2_1 | 65 | 65
inv_1 | 93 | 93
o21ai_0 | 33 | 33
nor3_1 | 16 | 16
xnor2_1 | 36 | 36
mux2i_1 | 6 | 6
and3_1 | 8 | 8
o211ai_1 | 7 | 7
a21o_1 | 15 | 15
xor2_1 | 7 | 7
nand3_1 | 6 | 6
o21a_1 | 7 | 7
nand2b_1 | 8 | 8
ha_1 | 101 | 101
a21oi_1 | 66 | 66
==> final cells by class <==
| type | instances | share of cell area (%) |
|---|---|---|
| multi-input combinational | 610 | 73.2 |
| inverter | 95 | 5.72 |
| tap | 220 | 4.42 |
| timing repair buffer | 105 | 16.6 |
No activity file was given, so power comes from the tool's default toggle rates.
