### design/flow/config.mk
export PLATFORM = sky130hd
export DESIGN_NAME = cache
export DESIGN_NICKNAME = cache
export VERILOG_FILES = /design/flow/design.v
export SDC_FILE = /design/flow/constraint.sdc
export NUM_CORES = 4
export LEC_CHECK = 1
export CORE_UTILIZATION = 40
### design/flow/constraint.sdc
current_design cache

set clk_period 23.4
set clk_io_pct 0.2

create_clock -name clk0 -period $clk_period [get_ports {clk}]

set non_clock_inputs [all_inputs -no_clocks]
set_input_delay [expr $clk_period * $clk_io_pct] -clock clk0 $non_clock_inputs
set_output_delay [expr $clk_period * $clk_io_pct] -clock clk0 [all_outputs]
### design/flow/run.sh
#!/bin/bash
# OpenROAD 26Q1-2900-gdf79404cd8, Yosys 0.63+post, stock flow scripts
make -C /OpenROAD-flow-scripts/flow DESIGN_CONFIG=/design/flow/config.mk WORK_HOME=/design/flow/orfs finish
### design/flow/design.v
module cache(
    clk,
    proc_reset,
    proc_read,
    proc_write,
    proc_addr,
    proc_wdata,
    proc_stall,
    proc_rdata,
    mem_read,
    mem_write,
    mem_addr,
    mem_rdata,
    mem_wdata,
    mem_ready
);
    input          clk;
    input          proc_reset;
    input          proc_read, proc_write;
    input   [29:0] proc_addr;
    input   [31:0] proc_wdata;
    output reg        proc_stall;
    output reg [31:0] proc_rdata;
    input  [127:0] mem_rdata;
    input          mem_ready;
    output reg     mem_read, mem_write;
    output reg [27:0] mem_addr;
    output reg [127:0] mem_wdata;
	reg [127:0] block0, block1, block2, block3, block4, block5, block6, block7, block; 	 
	reg [7:0] valid, valid_save;
	reg [7:0] dirty, dirty_save;
	reg [24:0] tag0, tag1, tag2, tag3, tag4, tag5, tag6, tag7;
	reg [24:0] tag0_save, tag1_save, tag2_save, tag3_save, tag4_save, tag5_save, tag6_save, tag7_save;
	reg hit, stall, dirty_bit, valid_bit;
	reg [24:0] tag, tag_save;
	reg [127:0] data_4word;
	reg [1:0] state, next_state;
	reg [127:0] mem_data;
	reg [127:0] block0_save, block1_save,block2_save,block3_save,block4_save,block5_save,block6_save,block7_save;
	reg [127:0] block_save;
	reg [154:0]CACHE[7:0];
	reg [154:0]CACHE_next[7:0];
	reg [2:0] index;
	reg [1:0] block_offset;
	reg valid_1,dirty_1;
	reg cache_tag;
	reg [127:0]data,data_next;
	integer i;
always @(*) begin
    tag=proc_addr[29:5];  
    index=proc_addr[4:2];
    block_offset=proc_addr[1:0];
    valid_1=CACHE[index][154];
    dirty_1=CACHE[index][153];
    cache_tag=CACHE[index][152:128];
    end
	always @(valid_1 or cache_tag or proc_addr or state) begin
		if(valid_1 && (tag == proc_addr[29:5]) && ~state[1] && ~state[0]) begin
			stall = 1'b0;
			hit = 1'b1;
		end
		else begin
			stall = 1'b1;
			hit = 1'b0;
		end
	end
	always @(*) begin
			case(block_offset)
				2'b00: data_next[31:0]=proc_wdata;
				2'b01: data_next[63:32]=proc_wdata;
				2'b10: data_next[95:64]=proc_wdata;
				2'b11: data_next[127:96]=proc_wdata;
			endcase
	end
	always @(*)begin	 
		case(state) 
		2'b00:begin
		if(proc_write && hit) begin
			case(index)
			3'b000: begin 
				CACHE_next[0][154]=1;
				CACHE_next[0][153]=1;
				CACHE_next[0][127:0]=data_next;
				end
			3'b001: begin 
				CACHE_next[1][154]=1;
				CACHE_next[1][153]=1;
				CACHE_next[1][127:0]=data_next;
			end
			3'b010: begin 
				CACHE_next[2][154]=1;
				CACHE_next[2][153]=1;
				CACHE_next[2][127:0]=data_next;
			end
			3'b011: begin
				CACHE_next[3][154]=1;
				CACHE_next[3][153]=1;
				CACHE_next[3][127:0]=data_next;
			end
			3'b100: begin 
				CACHE_next[4][154]=1;
				CACHE_next[4][153]=1;
				CACHE_next[4][127:0]=data_next;
			end
			3'b101: begin 
				CACHE_next[5][154]=1;
				CACHE_next[5][153]=1;
				CACHE_next[5][127:0]=data_next;
			end
			3'b110: begin 
				CACHE_next[6][154]=1;
				CACHE_next[6][153]=1;
				CACHE_next[6][127:0]=data_next;
			end
			3'b111: begin 
				CACHE_next[7][154]=1;
				CACHE_next[7][153]=1;
				CACHE_next[7][127:0]=data_next;
			end
			endcase
		end
		else begin
			CACHE_next[index][154:0]=CACHE[index][154:0];
		end
		end
		2'b10:begin
			case(index)
			3'b000: begin 	
				CACHE_next[0][154]=1;
				CACHE_next[0][153]=0;
				CACHE_next[0][152:128]=proc_addr[29:5];
				CACHE_next[0][127:0]=mem_rdata;			 
			end
			3'b001: begin 
				CACHE_next[1][154]=1;
				CACHE_next[1][153]=0;
				CACHE_next[1][152:128]=proc_addr[29:5];
				CACHE_next[1][127:0]=mem_rdata;		
			end
			3'b010: begin 
				CACHE_next[2][154]=1;
				CACHE_next[2][153]=0;
				CACHE_next[2][152:128]=proc_addr[29:5];
				CACHE_next[2][127:0]=mem_rdata;		
			end
			3'b011: begin 
				CACHE_next[3][154]=1;
				CACHE_next[3][153]=0;
				CACHE_next[3][152:128]=proc_addr[29:5];
				CACHE_next[3][127:0]=mem_rdata;		
			end
			3'b100: begin 
				CACHE_next[4][154]=1;
				CACHE_next[4][153]=0;
				CACHE_next[4][152:128]=proc_addr[29:5];
				CACHE_next[4][127:0]=mem_rdata;		
			end
			3'b101: begin 
				CACHE_next[5][154]=1;
				CACHE_next[5][153]=0;
				CACHE_next[5][152:128]=proc_addr[29:5];
				CACHE_next[5][127:0]=mem_rdata;		
			end
			3'b110: begin 
				CACHE_next[6][154]=1;
				CACHE_next[6][153]=0;
				CACHE_next[6][152:128]=proc_addr[29:5];
				CACHE_next[6][127:0]=mem_rdata;		
			end
			3'b111: begin 
				CACHE_next[7][154]=1;
				CACHE_next[7][153]=0;
				CACHE_next[7][152:128]=proc_addr[29:5];
				CACHE_next[7][127:0]=mem_rdata;		
			end
			endcase
		end
		default: begin
				CACHE_next[index][154:0]=CACHE[index][154:0];
		end
		endcase
	end
	always @(*) begin	 
		case(state) 
			2'b00:begin 	 
				if(hit) begin
					next_state = 2'b00;
				end
				else if(dirty) begin
					next_state = 2'b11;
				end
				else begin
					next_state = 2'b10;
				end
			end
			2'b01:begin
				next_state = 2'b00;
			end
			2'b10:begin	 
				if(mem_ready) begin
					next_state = 2'b00;
				end
				else begin
					next_state = 2'b10;
				end
			end
			2'b11:begin	 
				if(mem_ready) begin
					next_state = 2'b10;
				end
				else begin
					next_state = 2'b11;
				end
			end
		endcase
	end
	always @(*) begin	 
		case(state)	
			2'b00:begin	 
				proc_stall = stall;
				mem_read = 1'b0;
				mem_write = 1'b0;
				mem_addr = 28'b0;
				mem_wdata = 128'b0;
				if(proc_read) begin
					case(block_offset)
						2'b00: proc_rdata = CACHE[index][31:0];
						2'b01: proc_rdata = CACHE[index][63:32];
						2'b10: proc_rdata = CACHE[index][95:64];
						2'b11: proc_rdata = CACHE[index][127:96];
					endcase
				end
				else begin
					proc_rdata = 32'b0;
				end
			end
			2'b01: begin
				proc_stall = 1'b0;
				proc_rdata = 32'b0;
				mem_read = 1'b0;
				mem_write = 1'b0;
				mem_addr = 28'b0;
				mem_wdata = 128'b0;
			end
			2'b10:begin	 
				proc_stall = 1'b1;
				proc_rdata = 32'b0;
				mem_read = 1'b1;
				mem_write = 1'b0;
				mem_addr = proc_addr[29:2];
				mem_wdata = 128'b0;
			end
			2'b11:begin	 
				proc_stall = 1'b1;
				proc_rdata = 32'b0;
				mem_read = 1'b0;
				mem_write = 1'b1;
				mem_addr = {tag, proc_addr[4:2]};
				mem_wdata = data_4word;
			end
		endcase
	end
	always@( posedge clk or posedge proc_reset ) begin
	    if( proc_reset ) begin
	    	state <= 2'b00;
	    	data<=128'b0;
	    	for(i=0;i<8;i=i+1)begin
            CACHE[i] <= 155'b0;
    		end
		end
	    else begin
	    	state <= next_state;
	    	data<=data_next;
	    	for(i=0;i<8;i=i+1)begin
            CACHE[i] <= CACHE_next[i];
   			 end
	    end
	end
endmodule
==> run_results.csv <==
group,metric,value,unit
outcome,status,"completed",
setup_path,max_stage_delay,830,ps
global_routing,grt-ovfl-total,0,
setup_path,path_cells,"clkbuf_8 -> inv_4 -> buf_4 -> buf_4 -> o221ai_1 -> o2bb2ai_1 -> nand2_1 -> o21ai_0 -> a211oi_1 -> clkdlybuf4s50_1",
drt,dr.pass1.iters,5,
logic_synthesis,yosys_area,56600,um2
logic_synthesis,synthTopCellsByCount,"1,160 x dlxtn_1, 1,034 x dfrtp_1, 166 x nor2_1",
floorplanning,io-pin-count,386,
setup_path,cp_top_family,"buffers and inverters",
sta,slew_headroom,30.6,%
sta,whs,1080,ps
power_and_ir_drop,peakVddDrop,61.3,uV
drt,drt-total-wl,179000,um
setup_path,end_kind,"output pin",
drt,wire_per_inst,28.2,um
final_layout,nFillCells,12100,
logic_synthesis,ys_cells,4088,
clock_tree,cts_hold_buf,0,
logic_synthesis,synth_top_cell_by_count,"dlxtn_1",
sta,finalClockPeriodUsage,58.9,%
sta,grt_setup_unrepaired,"false",
final_layout,area_growth,14.5,%
logic_synthesis,ys_types,74,
clock_tree,cts_buffer_depth,3,
logic_synthesis,synth_area_per_cell,13.8,um2
setup_path,critPathLaunchType,"primary input",
place,postPlaceCellArea,61000,um2
clock_tree,clk_pin_slew,70,ps
clock_tree,htree_levels,3,
floorplanning,die_w,378,um
power_and_ir_drop,p_leak,29.0,nW
place,dp_hpwl,106000,um
logic_synthesis,async_reset_ff_share,47.1,%
floorplanning,core_region_area,140000,um2
setup_path,critPathKind,"primary input to output pin",
global_routing,antenna_found_initial,5,
sta,hold_viol,0,
sta,unconstrained_endpoints,2192,
sta,fin_tns_setup,0,ps
final_layout,postLayoutCellArea,64800,um2
place,place.gp.congestion,0.882,
sta,max_freq,72.5,MHz
global_routing,grt_first_pass_wirelength,255000,um
drt,avgViaCountPerCell,5.39,
power_and_ir_drop,powerDensity,101,nW/um2
sta,drv_slew,0,
sta,clock_skew,19.5,ps
hold_path,hold_path_class,"register to register",
setup_path,cp.arrival,9110,ps
clock_tree,cts_made_buffers,109,
floorplanning,chip_area,143000,um2
setup_path,cp_max_fo,46,
place,io_buffers,257,
setup_path,cp_common_cell,"buf_4",
global_routing,grt_pass1_vias,34200,
setup_path,crit_buf_inv,5,
logic_synthesis,numSynthFlops,2194,
drt,ant_nets,0,
sta,unclocked_pins,1160,
logic_synthesis,yosysTopAreaCellShare,45.7,%
logic_synthesis,synthTopCellsByArea,"dfrtp_1 46%, dlxtn_1 31%, buf_4 2.1%, mux2i_1 2.1%, mux4_2 1.8%",
sta,tightest_slew,1040,ps
drt,drt-initial-drc-count,2083,
sta,fin_crit,13790,ps
logic_synthesis,edf_count,0,
logic_synthesis,ff_type,"dlxtn_1",
clock_tree,clock-root-buffer,"clkbuf_16",
clock_tree,cts_tree,"yes",
global_routing,grt_max_degree,126,
setup_path,cp_slowest_cell,"a211oi_1",
clock_tree,insertion_delay,710,ps
global_routing,track_usage,26.7,%
logic_synthesis,postSynthCellCount,4088,
drt,vias,34200,
floorplanning,die-height,378,um
final_layout,fin_util,46.3,%
final_layout,layout-drive-gt1-share,10.8,%
logic_synthesis,ys_warn_count,139,
drt,drc_errors,0,
clock_tree,postCtsSetupRepairBufs,0,
floorplanning,row_count,137,
logic_synthesis,yosysTopAreaCell,"dfrtp_1",
clock_tree,ctsResizeCount,0,
logic_synthesis,netlist_area,56600,um2
floorplanning,fp_util,40.4,%
sta,finalSetupViolCount,0,
flow_run,tool_warnings,35,
flow_run,maxCapViolations,0,
setup_path,critPathRequiredTime,18720,ps
==> report_power, final <==
part	internal [mW]	total [mW]	leakage (nW)	switching [mW]
Sequential	3.23	3.53	21.2	0.293
Combinational	0.405	1.18	5.90	0.779
Clock	1.08	1.82	1.89	0.740
Total	4.71	6.53	29.0	1.81
==> cells by family after synthesis <==
group,share of synthesized area (%)
muxes,5.07
other,0.00663
AOI/OAI and AO/OA,10.7
buffers and inverters,4.11
and+or+nand+nor,3.60
DFF,45.7
latches,30.8
==> layout by cell type, fill, tap and decap left out, types with 40 or more instances in the layout <==
master and instances:
buf_4 110, mux2i_1 120, mux2_2 56, nand2_1 103, conb_1 128, dlxtn_1 1160
clkbuf_16 110, a21oi_1 135, nor2_1 164, a22oi_1 55, nor3_1 49, clkdlybuf4s50_1 253
dfrtp_1 1032, o21ai_0 112, a221oi_1 69, o22ai_1 146, clkbuf_8 40, mux4_2 46
==> metrics by stage <==
| step | power, mW | worst slack [ps] | cells |
|---|---|---|---|
| 6_report | 6.53 | 9610 | 6339 |
| 5_1_grt | 6.83 | 9450 | 6332 |
| 4_1_cts | 6.54 | 9710 | 6332 |
| 3_5_place_dp | 4.72 | 9730 | 6126 |
| 3_3_place_gp | 4.68 | 9660 | 6126 |
| 2_1_floorplan | 4.20 | 4470 | 4215 |
==> routing by layer <==
layer	up-vias	track usage, %	wire (um)
met5	-	1.54	319
met4	8	5.34	4040
met3	277	16.9	28800
met2	1911	37.5	78600
met1	17400	36.4	67300
li1	14500	-	-
==> registers in the layout, indices dropped and copies added (netlist names) <==
name and cells:
CACHE 1032, CACHE_next 1032, state 2, data_next 128
==> path summary, 6_finish.rpt <==
kind / start / endpoint / slack, ps / depth (start not counted)
hold / removal: CACHE[0][154]$_DFF_PP0_ / state[1]$_DFF_PP0_ / 1080 / 4
setup / recovery: proc_addr[3] / proc_rdata[17] / 9610 / 10
max in group asynchronous: proc_reset / CACHE[0][89]$_DFF_PP0_ / 16170 / 6
hold reg to reg: CACHE[0][154]$_DFF_PP0_ / state[1]$_DFF_PP0_ / 1080 / 4
setup reg to reg: state[1]$_DFF_PP0_ / state[0]$_DFF_PP0_ / 20830 / 5
min in group asynchronous: proc_reset / CACHE[6][55]$_DFF_PP0_ / 4530 / 3
==> area by class of cell <==
type / count / area [um2] / share of cell area, %
inverters: 43 / 191 / 0.295
diodes: 7 / 17.5 / 0.0270
well taps: 1876 / 2350 / 3.62
clock buffers: 174 / 3380 / 5.22
multi-input cells: 1636 / 11500 / 17.8
flip-flops and latches: 2194 / 43300 / 66.8
repair buffers: 377 / 3600 / 5.56
clock inverters: 32 / 437 / 0.674
==> worst reg2reg max path: stages (launching register included) <==
cell and delay, ps:
dfrtp_4 660, buf_4 430, inv_2 240, buf_4 360, buf_4 580, nor3_1 170
Power and IR drop assume default switching activity.
