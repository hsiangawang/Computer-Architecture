===== design/flow/design.v =====
 module HSs18n_128x32  
 (  
      input     clk,
      input     [31:0]  addr_byte,    
      input     [31:0] D, 
      input     CEN,
      input     OEN,
      input     WEN,
      output    [31:0] Q     
 );  
      wire [29:0]addr_word;
      wire [6:0] A;
      assign addr_word[29:0]=addr_byte[31:2];
      assign  A[6:0]=addr_word[6:0] ;  
      integer i;  
      reg [31:0] data_mem [0:127];  
      initial begin  
           for(i=0;i<128;i=i+1)  
                data_mem[i] <= 32'b0;  
      end  
      always @(negedge clk) begin  
           if (CEN==0)  begin
                case(WEN)
                1'b0: data_mem[A]<=D;
                1'b1: if (OEN==0) begin
                  Q<=data_mem[A];
                end
                default:Q<=32'b0;
                endcase
      end  
      end
 endmodule   

===== design/flow/run.sh =====
#!/bin/bash
# OpenROAD 26Q1-2900-gdf79404cd8, Yosys 0.63+post, stock flow scripts
make -C /OpenROAD-flow-scripts/flow DESIGN_CONFIG=/design/flow/config.mk WORK_HOME=/design/flow/orfs finish

===== design/flow/config.mk =====
export PLATFORM = sky130hd
export DESIGN_NAME = HSs18n_128x32
export DESIGN_NICKNAME = HSs18n_128x32
export VERILOG_FILES = /design/flow/design.v
export SDC_FILE = /design/flow/constraint.sdc
export NUM_CORES = 4
export LEC_CHECK = 1
export CORE_UTILIZATION = 50

===== design/flow/constraint.sdc =====
current_design HSs18n_128x32

set clk_period 94.8
set clk_io_pct 0.2

create_clock -name clk0 -period $clk_period [get_ports {clk}]

set non_clock_inputs [all_inputs -no_clocks]
set_input_delay [expr $clk_period * $clk_io_pct] -clock clk0 $non_clock_inputs
set_output_delay [expr $clk_period * $clk_io_pct] -clock clk0 [all_outputs]

==> impl_metrics.json <==
{
  "cts_hold_buffers": 0,
  "crit_buf_inv": 6,
  "power.total_w": 0.004634,
  "synthArstFlopShare_pct": 0,
  "syn_avg_cell_area_um2": 17.50,
  "hold_path_end": "Q[30]",
  "drt_pre_antenna_iters": 10,
  "timing.critical_path.max_delay_family": "buffers and inverters",
  "r2r_end": "Q[19]",
  "grt_max_degree": 86,
  "maxSlewViolCount": 0,
  "clk_pin_slew_ns": 0.04,
  "status": "completed",
  "die-area_um2": 322900,
  "core_area_um2": 318600,
  "grt_pass1_wl_mm": 763.0,
  "topCellsByArea": "edfxtp_1 77%, mux2i_1 2.5%, a221oi_1 2.4%",
  "cp-start-kind": "input pin",
  "cp.depth": 12,
  "grt_use_total_pct": 37.84,
  "synth-seq-cells": 4128,
  "ys_seq_share_pct": 77.32,
  "drtIter0Drc": 7884,
  "route.final.wire_length_mm": 544.5,
  "insertion_delay_ns": 0.98,
  "p_per_area_nw_per_um2": 23.42,
  "crit_arrival_ns": 24.34,
  "top_cell": "edfxtp_1",
  "worst_pin_slew_ns": 1.315,
  "hold_start": "data_mem[22][30]",
  "crit_top_cell": "buf_4",
  "required_ns": 48.15,
  "rows": 207,
  "post-dp-hpwl_mm": 300.1,
  "antenna_found_initial": 37,
  "ant_nets": 0,
  "numCtsBuffers": 433,
  "wl_per_cell_um": 30.09,
  "ys_area_um2": 160300,
  "worst_path_largest_cell_delay_ns": 0.73,
  "setup_viol": 0,
  "whs_path_depth": 5,
  "edf_count": 4128,
  "holdCritPathClass": "reg -> reg",
  "drive_gt1_share_pct": 13.12,
  "post-route-util_pct": 62.10,
  "clock_skew_ns": 0.04211,
  "yosys_warnings": 3,
  "grt_pass1_vias": 120400,
  "r2r-start": "data_mem[28][19]",
  "cts.sinks": 4128,
  "max_slew_margin_pct": 11.21,
  "top_area_cell": "edfxtp_1",
  "openroad.warnings": 1052,
  "synthFlopType": "edfxtp_1",
  "ff2ff_path_depth": 6,
  "synth_cell_type_count": 79,
  "routabilityCongestion": 0.9409,
  "area_growth_pct": 23.39,
  "initial_core_util_pct": 50.33,
  "synthTopCellsByCount": "4128 x edfxtp_1, 435 x a221oi_1, 411 x a22oi_1",
  "rsz0062_at_grt": "false",
  "vias": 108300,
  "post_cts_buffers": 0,
  "regToRegSetupSlack_ns": 91.71,
  "syn-cell-area_um2": 160300,
  "path_class": "in -> reg",
  "chipHeight_um": 568.3,
  "cts_tree": "built",
  "critical_path.max_fanout": 67,
  "htreeDepth": 5,
  "io_pins": 100,
  "ys_cells": 9162,
  "avgViaCountPerCell": 5.983,
  "grt_overflow": 0,
  "hold_viol": 0,
  "drc": 0,
  "end_kind": "register",
  "die_w_um": 568.3,
  "clockBufferDepth": 4,
  "netlist_instances": 9162,
  "cap_violations": 0,
  "cts-root-buf": "clkbuf_16",
  "cts_resized": 0,
  "ir_drop_mv": 0.02175,
  "p_leak_nw": 79.62,
  "fin_tns_setup_ns": 0,
  "crit_slowest_cell": "buf_4",
  "nFillCells": 21830,
  "io_buffers": 74,
  "crit_chain": "buf_8 > buf_4 > nor2b_4 > buf_4 > buf_4 > buf_4 > buf_4 > a221oi_1 > o22ai_1 > a22oi_1 > and4_1 > o311ai_1",
  "yosysTopAreaCellShare_pct": 77.32
}
-- worst max path at each step --
stage | end | slack [ns] | from
CTS | Q[18] | 24.15 | addr_byte[3]
global route | Q[0] | 23.89 | addr_byte[2]
finish | Q[0] | 23.81 | addr_byte[2]
-- layout make-up --
cell class / instances / area (um^2) / share of cell area, %
Clock buffer: 441 / 11040 / 5.578
Sequential cell: 4128 / 124000 / 62.66
Tap cell: 4180 / 5230 / 2.644
Clock inverter: 4473 / 18820 / 9.514
Antenna cell: 22 / 55.05 / 0.02783
Multi-Input combinational cell: 4287 / 34310 / 17.34
Timing Repair Buffer: 551 / 4348 / 2.198
Inverter: 12 / 67.56 / 0.03415
-- tightest hold or removal path, stage by stage (launching register included) --
cell      delay, ns
edfxtp_1       0.31
mux2i_1        0.06
o21ai_0        0.13
o21ai_0        0.08
nand4_1        0.11
a2111o_1       0.10
-- stage by stage --
stage | hold WS, ns | cells | setup slack [ns] | instance area [um^2]
6_report | 0.8876 | 18090 | 23.81 | 197800
5_1_grt | 0.9586 | 18080 | 23.89 | 197800
4_1_cts | 0.8933 | 18070 | 24.15 | 197800
3_5_place_dp | 0.8831 | 13160 | 23.16 | 167900
3_3_place_gp | 0.8691 | 13160 | 23.15 | 167900
2_1_floorplan | 0.6656 | 9162 | 24.57 | 160300
-- routing by layer --
| layer | vias to the layer above | part of all wire [%] | global-route usage [%] |
|---|---|---|---|
| met5 | - | 0.68 | 8.270 |
| met3 | 1334 | 21 | 38.16 |
| met1 | 51140 | 29 | 38.13 |
| li1 | 47180 | - | - |
| met4 | 102 | 5.4 | 20.74 |
| met2 | 8491 | 44 | 48.13 |
-- registers in the layout, summed over array words and instances, names as in the netlist --
| register | flops |
|---|---|
| data_mem | 4096 |
| Q | 32 |
-- logic make-up after synthesis --
kind of cell           after synthesis  synth area share, %
AND-OR/OR-AND                     2674                12.83
buffers and inverters              747                2.056
flip-flops                        4128                77.32
multiplexers                       769                5.354
AND/OR/NAND/NOR                    844                2.438
-- cells in the final DEF (no fill, tap or decap), drive strengths merged, types with 183 or more instances in the layout --
master,Yosys,routed
mux2i,403,403
mux2,329,329
nor2,293,293
edfxtp,4128,4128
a21oi,304,304
a221oi,435,435
clkbuf,329,441
a22oi,411,411
buf,405,516
inv,11,4293
nand2,288,288
o21ai,293,293
a221o,183,183
-- power breakdown --
group          switching, W  internal (W)
clock network       0.00113       0.00123
registers        0.00000180       0.00203
logic              0.000175     0.0000618
total               0.00131       0.00333
Power is estimated from default activity; no workload was simulated.
